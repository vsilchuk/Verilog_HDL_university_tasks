==> design/flow/design.v <==
module math_unit(i_mode, i_op, i_A, i_B, i_C, i_D, o_out1, o_out2);
input i_mode;								 
input [3:0] i_op;							 
input [15:0] i_A, i_B, i_C, i_D;			 
output reg [31:0] o_out1, o_out2;			 
wire [15:0] Re_Z1, Im_Z1, Re_Z2, Im_Z2;
reg [31:0] o_out1_buff, o_out2_buff;
assign Re_Z1 = i_A;						 
assign Im_Z1 = i_B;						 
assign Re_Z2 = i_C;
assign Im_Z2 = i_D;
parameter [3:0] MUL = 4'd7, DIV = 4'd8;
always @(*) begin
	case(i_op) 
		MUL:
			begin
				o_out1 = (i_mode) ? (Re_Z1 * Re_Z2) - (Im_Z1 * Im_Z2) : (i_A * i_B);		 
				o_out2 = (i_mode) ? (Im_Z1 * Re_Z2) + (Re_Z1 * Im_Z2) : (i_C * i_D);		 
			end
		DIV:
			begin
				o_out1_buff = (i_mode) ? ((Re_Z1 * Re_Z2) + (Im_Z1 * Im_Z2)) / ((Re_Z2 * Re_Z2) + (Im_Z2 * Im_Z2)) : (i_A / i_B);		 
				o_out2_buff = (i_mode) ? ((Im_Z1 * Re_Z2) - (Im_Z2 * Re_Z1)) / ((Re_Z2 * Re_Z2) + (Im_Z2 * Im_Z2)) : (i_C / i_D);		 
				o_out1 = {{16{o_out1_buff[15]}}, o_out1_buff[15:0]};
				o_out2 = {{16{o_out2_buff[15]}}, o_out2_buff[15:0]};
			end
		default:
			begin
				o_out1 = {32{1'b0}};
				o_out2 = {32{1'b0}};
			end
	endcase
end
endmodule
==> design/flow/run.sh <==
#!/bin/bash
# OpenROAD 26Q1-2900-gdf79404cd8, Yosys 0.63+post, stock flow scripts
make -C /OpenROAD-flow-scripts/flow DESIGN_CONFIG=/design/flow/config.mk WORK_HOME=/design/flow/orfs finish
==> design/flow/config.mk <==
export PLATFORM = sky130hd
export DESIGN_NAME = math_unit
export DESIGN_NICKNAME = math_unit
export VERILOG_FILES = /design/flow/design.v
export SDC_FILE = /design/flow/constraint.sdc
export NUM_CORES = 4
export LEC_CHECK = 1
export CORE_UTILIZATION = 30
==> design/flow/constraint.sdc <==
current_design math_unit

set clk_period 495.7
set clk_io_pct 0.2

create_clock -name clk0 -period $clk_period

set non_clock_inputs [all_inputs -no_clocks]
set_input_delay [expr $clk_period * $clk_io_pct] -clock clk0 $non_clock_inputs
set_output_delay [expr $clk_period * $clk_io_pct] -clock clk0 [all_outputs]
==> reports/metrics.csv <==
metric;value;unit
crit_arrival;211.87;ns
grt_usage;22.8;%
antenna_found_initial;30;
areaGrowthSynthToFinish;6.71;%
portBuffers;133;
crit_type;in2out;
ant_nets;0;
worst_slew_pin_slew;1.26;ns
hold_end;o_out1[0];
die_h;652;um
log.warning_count;107;
vias;116000;
fin_crit_sh;62.7;%
yosysTopAreaCell;fa_1;
first_pass_iters;8;
vias_per_cell;5.30;
regArea;0;um^2
post_cts_buffers;0;
min_from;i_B[0];
grt_pass1_wl;715;mm
startpoint_type;input port;
grt_pass1_vias;114000;
ys_seq_share;0;%
cts_hold_buf;0;
setup_violations;0;
finalMaxSlewViolations;0;
crit_top_cell;a21oi_1;
syn_inst;16500;
ys_cells;16500;
gp_congestion;1.06;
ys_types;122;
drt_iter0_drc;7433;
synth_top_area_share;24.6;%
grt_overflow_total;0;
startpoint;i_C[5];
syn-cell-area;127000;um^2
die_x;652;um
fillers;44400;
hold_depth;6;
cp-end-kind;output pin;
wl_per_cell;21.6;um
drv_cap;0;
critPathSlowestCell;o31ai_1;
drc;0;
synthTopCellsByCount;inv_1 (2129), ha_1 (1997), nand2_1 (1799);
place_hpwl;387;mm
rsz0062_at_grt;false;
max_stage_delay;1.01;ns
drive_above_1_share;5.59;%
post-place-cells;21900;
fp_util;30.1;%
core-area;420000;um^2
io_pins;133;
cts.repair.resized;0;
floorplan.rows;238;
drt_wl_total;473;mm
cp_top_family;AND-OR/OR-AND gates;
instances_no_fill;21900;
final_util;32.2;%
cp.buffers_inverters;31;
syn_avg_cell_area;7.68;um^2
critPathRequiredTime;396.56;ns
ff_count;0;
tns;0;ns
clockBufferCount;0;
crit_fanout;39;
yosys_warnings;1;
finalCriticalPeriod;311.01;ns
yosys_area;127000;um^2
hold_path.class;in2out;
most_common_cell;inv_1;
grt_max_degree;59;
slew_headroom;16.2;%
die-area;425000;um^2
finalHoldViolCount;0;
status;finished clean;
synthTopCellsByArea;fa_1 (25%), ha_1 (20%), inv_1 (6.3%);
max_freq;3.22;MHz
## cells in the final DEF (no fill, tap or decap), types with 103 or more instances in the layout
| cell | synthesis | routed |
|---|---|---|
| o21a_1 | 343 | 343 |
| nor2b_1 | 185 | 185 |
| nand2b_1 | 169 | 169 |
| nor2_1 | 1256 | 1251 |
| mux2_2 | 173 | 173 |
| o21ai_0 | 575 | 571 |
| a21oi_1 | 890 | 876 |
| and2_1 | 812 | 812 |
| inv_1 | 2129 | 2128 |
| fa_1 | 1556 | 1556 |
| xnor2_1 | 576 | 576 |
| or3_1 | 132 | 132 |
| nand3_1 | 227 | 227 |
| nor3_1 | 439 | 435 |
| nand2_1 | 1799 | 1797 |
| or2_2 | 103 | 103 |
| a21o_1 | 394 | 394 |
| buf_4 | 12 | 364 |
| ha_1 | 1997 | 1997 |
| xor2_1 | 325 | 325 |
| a31oi_1 | 129 | 128 |
| o21bai_1 | 106 | 104 |
| nand4_1 | 113 | 113 |
## how the worst max path moves through the flow
| stage | depth (start not counted) | end | slack (ns) |
|---|---|---|---|
| final | 416 | o_out2[0] | 184.69 |
| after CTS | 422 | o_out2[0] | 186.48 |
| after global routing | 422 | o_out2[0] | 177.06 |
## cells by family (layout without fill, tap and decap cells)
group	Yosys count	after routing	share of synthesized area, %
AND/OR/NAND/NOR	5560	5560	21.1
adder cells (fa/ha/maj)	3553	3553	44.3
multiplexers	254	254	2.19
AND-OR/OR-AND	3365	3365	17.6
XOR/XNOR	901	901	6.23
other	0	21	0
buffers and inverters	2852	2628	8.56
## area by class of cell
cell class                 instances  area [um^2]  share of cell area, %
multi-input combinational      13600       116000                   86.1
inverter                        2143         8050                   5.96
tap                             5640         7060                   5.22
timing repair buffer             485         3690                   2.73
antenna                           21         52.6                 0.0389
## worst min-delay path, cell delays in order
cell and delay, ns:
buf_2 0.25, buf_4 0.32, nor2_1 0.13, o32ai_1 0.08, buf_4 0.17, clkdlybuf4s50_1 0.41
## per-stage QoR
stage	instance area [um^2]	hold slack (ns)	setup WS, ns
after floorplan	127000	198.56	207.20
after global placement	135000	199.71	185.61
after detailed placement	135000	199.71	186.91
after CTS	135000	199.72	186.48
after global routing	135000	199.71	177.06
final	135000	199.68	184.69
## routing by layer
metal  up-vias  global-route usage [%]  wire length [um]
met5         -                       0                12
met4         2                    9.66             25000
met3       782                    6.39             41100
met2      4196                    36.2            215000
met1     56000                    29.5            192000
li1      55100                       -                 -
