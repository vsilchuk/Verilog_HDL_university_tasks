==> ./design.v <==
module arith_unit(i_mode, i_op, i_A, i_B, i_C, i_D, o_out1, o_out2);
input i_mode;								 
input [2:0] i_op;							 
input [15:0] i_A, i_B, i_C, i_D;			 
output reg [15:0] o_out1, o_out2;			 
wire [15:0] Re_Z1, Im_Z1, Re_Z2, Im_Z2;
assign Re_Z1 = i_A;						 
assign Im_Z1 = i_B;						 
assign Re_Z2 = i_C;
assign Im_Z2 = i_D;
parameter [2:0] ADD = 3'd0, SUB = 3'd1, SLL = 3'd2, SRL = 3'd3, SRA = 3'd4, SCL = 3'd5, SCR = 3'd6;
wire [31:0] sll_A, sll_C, srl_A, srl_C;
assign sll_A = {i_A, i_A} << i_B[3:0];	 
assign sll_C = {i_C, i_C} << i_D[3:0];
assign srl_A = {i_A, i_A} >> i_B[3:0];
assign srl_C = {i_C, i_C} >> i_D[3:0];
always @(*) begin
	case(i_op) 
		ADD:
			begin
				o_out1 = (i_mode) ? (Re_Z1 + Re_Z2) : (i_A + i_B);		 
				o_out2 = (i_mode) ? (Im_Z1 + Im_Z2) : (i_C + i_D);		 
			end
		SUB:
			begin
				o_out1 = (i_mode) ? (Re_Z1 - Re_Z2) : (i_A - i_B);		 
				o_out2 = (i_mode) ? (Im_Z1 - Im_Z2) : (i_C - i_D);		 
			end
		SLL:
			begin
				o_out1 = sll_A[15:0];									 
				o_out2 = sll_C[15:0];
			end
		SRL:
			begin
				o_out1 = srl_A[31:16];									 
				o_out2 = srl_C[31:16];
			end
		SRA:
			begin
				o_out1 = $signed(i_A) >>> i_B[3:0];						 
				o_out2 = $signed(i_C) >>> i_D[3:0];
			end
		SCL:
			begin
				o_out1 = sll_A[31:16];									 
				o_out2 = sll_C[31:16];
			end
		SCR:
			begin
				o_out1 = srl_A[15:0];									 
				o_out1 = srl_C[15:0];
			end
		default:														 
			begin
				o_out1 = {16{1'b0}};		
				o_out2 = {16{1'b0}};
			end
	endcase
end
endmodule
==> ./run.sh <==
#!/bin/bash
# OpenROAD 26Q1-2900-gdf79404cd8, Yosys 0.63+post, stock flow scripts
make -C /OpenROAD-flow-scripts/flow DESIGN_CONFIG=/design/flow/config.mk WORK_HOME=/design/flow/orfs finish
==> ./config.mk <==
export PLATFORM = sky130hd
export DESIGN_NAME = arith_unit
export DESIGN_NICKNAME = arith_unit
export VERILOG_FILES = /design/flow/design.v
export SDC_FILE = /design/flow/constraint.sdc
export NUM_CORES = 4
export LEC_CHECK = 1
export CORE_UTILIZATION = 50
==> ./constraint.sdc <==
current_design arith_unit

set clk_period 9.3
set clk_io_pct 0.2

create_clock -name clk0 -period $clk_period

set non_clock_inputs [all_inputs -no_clocks]
set_input_delay [expr $clk_period * $clk_io_pct] -clock clk0 $non_clock_inputs
set_output_delay [expr $clk_period * $clk_io_pct] -clock clk0 [all_outputs]
==> flow_summary.rst <==
Implementation results
======================

.. list-table::
   :header-rows: 1

   * - Metric
     - Value
   * - Cells on Worst Hold Path
     - 6
   * - First-pass GRT wire length
     - 39900 µm
   * - Overflow left after global routing
     - 0
   * - Number of gates resized after cts
     - 0
   * - Worst vdd ir
     - 0.0000511 V
   * - Fp_density
     - 51.3%
   * - Smallest hold slack
     - 4.87 ns
   * - Die ar.
     - 14100 µm²
   * - Drt first-iter violations
     - 910
   * - Die H
     - 119 µm
   * - First-pass iteration count of the detailed router
     - 5
   * - Post-synthesis chip area from yosys
     - 6830 µm²
   * - Dominant synthesized flop cell
     - sky130_fd_sc_hd__dlxtn_1
   * - Power per unit of standard cell area
     - 70.3 nW/µm²
   * - DIE WIDTH
     - 119 µm
   * - Final hold violations
     - 0
   * - Maximum fanout along the worst path
     - 20
   * - # Post-CTS Setup Buffers
     - 0
   * - Warnings, synthesis
     - 1
   * - Result of the run
     - complete, no violations
   * - Max-slew headroom
     - 44.8%
   * - Setup repair after global routing missed its margin
     - false
   * - Maximum capacitance violations
     - 0
   * - Number of buffers inserted by hold repair at cts
     - 0
   * - Number of enable-type register cells in the synthesized netlist
     - 0
   * - Number of vias in the routed layout
     - 7699
   * - Total Routed Length
     - 25800 µm
   * - Critical Setup Path Class
     - input pin to output port
   * - Detail Route Antenna Nets
     - 0
   * - Initial antenna violation count
     - 0
   * - Critical path arrival
     - 6.08 ns
   * - Launch point of the worst hold path
     - i_mode
   * - Remaining DRCs
     - 0
   * - Count of unclocked register or latch pins
     - 16
   * - Post-layout util
     - 58.3%
   * - Routed length per placed instance
     - 23.2 µm
   * - Placer's final routability congestion estimate
     - 1.02
   * - Hold endpoint
     - o_out1[0]
   * - Number of antenna diodes
     - 0
   * - Async SR Flop Fraction
     - 0%
   * - Worst Slack Setup Final
     - 1.36 ns
   * - Tcrit/Tclk final
     - 85.3%
   * - Final tally of setup violations
     - 0
   * - Post-Syn Instances
     - 903
   * - Pins Over Slew Limit
     - 0
   * - CP Launch Type
     - input pin
   * - Ports placed on the boundary
     - 100
   * - Kind of end point of the critical path
     - output port
   * - Floorplan Core Area
     - 13300 µm²
   * - Count of endpoints without a timing constraint
     - 32
   * - P_leak
     - 3.02 nW
   * - Synth flops
     - 16
   * - Buffers on Ports
     - 100
   * - Pin count of the biggest net entering global routing
     - 49
   * - Total track usage
     - 37.4%
   * - CP required
     - 7.44 ns
   * - Flip-flop count of the largest register after layout
     - 16
   * - Row cnt
     - 42
   * - Worst slew pin tran
     - 0.828 ns
   * - Number of global-route vias before repair
     - 7062
   * - Min-delay worst type
     - input pin to output port
   * - Min Clock Period, post-route
     - 7.94 ns
   * - Layout cell share with drive strength beyond 1
     - 10.7%
   * - Tool warnings
     - 33
   * - Post-placement worst setup slack
     - 1.47 ns
   * - Area of the mapped netlist
     - 6830 µm²
   * - Yosys cell count
     - 903
   * - Count of cell types in the netlist
     - 78
   * - Growth of design area from synthesis to finish
     - 13.6%
   * - Highest Clock Rate
     - 126 MHz
   * - HPWL after detailed placement
     - 19500 µm
   * - Post-Syn Area per Cell
     - 7.56 µm²
   * - Average via count per standard cell
     - 6.92
   * - Sum of negative setup slack
     - 0 ns
## Yosys cell counts, drive strengths merged, types with 4 or more instances
cell type    n  area [µm²]
a21oi       53         265
or4          5        37.5
mux4        43         968
mux2i       80         801
nor3        32         160
o31ai       12        95.1
o21ai       71         355
inv         14        52.6
a32oi        5        43.8
mux2        28         315
ha          32         400
nand3b       5        41.3
o22ai       15        93.8
o21a         9        67.6
o32ai        6        52.6
xnor2       27         236
a211oi      12        90.1
nand2b      10        62.6
nor2b        6        37.5
xor2        18         158
dlxtn       16         240
nor2       108         408
nand3       11        55.1
a21o        13        97.6
nand2       60         225
o211ai      23         173
or2          4        25.0
nor3b        7        62.6
o221ai       8        70.1
or3          5        31.3
a22oi        7        52.6
buf         35         219
and3         4        25.0
o2111ai      4        35.0
a32o         4        40.0
clkbuf      49         184
## layout make-up
cell class              count  area (µm²)
repair buffers            117        1100
multi-input cells         787        6130
fillers                  1184        5540
well taps                 176         220
inverters                  16        60.1
flip-flops and latches     16         240
## power breakdown
part	internal [W]	switching, W	leakage [nW]
Clock	0	0	0
Sequential	0.00000606	0.000000359	0.128
Combinational	0.000235	0.000304	2.89
Total	0.000241	0.000304	3.02
## placed cells by master, fill, tap and decap left out, drive strengths merged, types with 5 or more instances in the layout
cell type / Yosys / final
buf: 35 / 22
o21a: 9 / 9
xor2: 18 / 18
ha: 32 / 32
mux4: 43 / 43
o32ai: 6 / 6
xnor2: 27 / 27
o22ai: 15 / 15
o221ai: 8 / 8
dlxtn: 16 / 16
or3: 5 / 5
o21ai: 71 / 71
nand2b: 10 / 10
nor2: 108 / 108
a211oi: 12 / 12
nor2b: 6 / 6
inv: 14 / 14
o31ai: 12 / 12
a22oi: 7 / 7
nand3b: 5 / 5
clkdlybuf4s50: 0 / 95
a21oi: 53 / 53
or4: 5 / 5
nand3: 11 / 11
nor3: 32 / 32
mux2i: 80 / 80
nor3b: 7 / 7
o211ai: 23 / 23
mux2: 28 / 28
nand2: 60 / 60
a21o: 13 / 13
a32oi: 5 / 5
## critical path: stages
cell	delay (ns)
sky130_fd_sc_hd__clkdlybuf4s50_1	0.84
sky130_fd_sc_hd__or3b_1	0.70
sky130_fd_sc_hd__o21ai_0	0.28
sky130_fd_sc_hd__xnor2_1	0.20
sky130_fd_sc_hd__ha_1	0.37
sky130_fd_sc_hd__a21o_1	0.20
sky130_fd_sc_hd__a21oi_1	0.17
sky130_fd_sc_hd__nor2b_1	0.07
sky130_fd_sc_hd__o311a_1	0.34
sky130_fd_sc_hd__a221oi_1	0.43
sky130_fd_sc_hd__nand4_1	0.17
sky130_fd_sc_hd__clkdlybuf4s50_1	0.44
## through the flow
stage          area (µm²)  total power (W)  cells
6_report             7750         0.000545   1112
3_3_place_gp         7750         0.000528   1112
2_1_floorplan        6830         0.000361    903
5_1_grt              7750         0.000589   1112
3_5_place_dp         7750         0.000528   1112
4_1_cts              7750         0.000531   1112
## how the worst max path moves through the flow
stage | from | endpoint | slack (ns)
5_1_grt | i_op[2] | o_out1[12] | 1.09
4_1_cts | i_C[0] | o_out1[14] | 1.43
6_report | i_op[2] | o_out1[14] | 1.36
## per-layer routing
| layer | GRT usage (%) | vias to the layer above | part of all wire (%) |
|---|---|---|---|
| met2 | 54.3 | 493 | 42 |
| met5 | 0 | - | 0 |
| met1 | 54.9 | 3607 | 41 |
| met3 | 13.8 | 45 | 14 |
| met4 | 5.38 | 0 | 1.8 |
| li1 | - | 3554 | - |
## cells by family (layout without fill, tap and decap cells)
logic type,Yosys count,in the layout,share of synthesized area (%)
multiplexers,151,151,30.5
AND/OR/NAND/NOR,276,276,19.4
buffers and inverters,100,133,6.78
latches,16,16,3.52
adder cells (fa/ha/maj),34,34,6.45
XOR/XNOR,45,45,5.77
AND-OR/OR-AND,281,281,27.6
Power is estimated from default activity; no workload was simulated.
